[flow/constraint.sdc]
current_design axi_data_gen

set clk_period 5.5
set clk_io_pct 0.2

create_clock -name clk0 -period $clk_period [get_ports {clk}]

set non_clock_inputs [all_inputs -no_clocks]
set_input_delay [expr $clk_period * $clk_io_pct] -clock clk0 $non_clock_inputs
set_output_delay [expr $clk_period * $clk_io_pct] -clock clk0 [all_outputs]
[flow/run.sh]
#!/bin/bash
# OpenROAD 26Q1-2900-gdf79404cd8, Yosys 0.63+post, stock flow scripts
make -C /OpenROAD-flow-scripts/flow DESIGN_CONFIG=/design/flow/config.mk WORK_HOME=/design/flow/orfs finish
[flow/design.v]
`timescale 1ns/1ps
module axi_data_gen #(
    parameter DATA_WIDTH = 32,
    parameter LENGTH_WIDTH = 9,
    parameter STRB_WIDTH = DATA_WIDTH/8
)(
    input logic                     clk,
    input logic                     rst,
    input logic                     i_start,
    input logic [LENGTH_WIDTH-1:0]  i_length,
    input logic                     i_ready,
    output logic [DATA_WIDTH-1:0]   o_data,
    output logic                    o_valid,
    output logic [STRB_WIDTH-1:0]   o_keep,
    output logic                    o_last
);
localparam WORD_WIDTH = STRB_WIDTH;
localparam BIT_WIDTH = $clog2(STRB_WIDTH);
logic [BIT_WIDTH-1:0]   last_bytes;
logic [LENGTH_WIDTH-1-BIT_WIDTH:0]   word_num;
logic [LENGTH_WIDTH-1:0]    cnt;
logic                       cnt_ena;
logic [DATA_WIDTH-1:0]      gen_data;
logic                       gen_valid;
logic                       gen_last;
logic [STRB_WIDTH-1:0]      gen_keep;    
always_comb begin
    word_num = i_length[LENGTH_WIDTH-1:BIT_WIDTH] + |i_length[BIT_WIDTH-1:0];
    last_bytes = i_length[BIT_WIDTH-1:0];
end
always_ff @(posedge clk) begin
    if (rst) begin
        cnt <= 0;
        cnt_ena <= 0;
    end else begin
        if (i_start) begin
            cnt_ena <= 1;
        end else if (cnt == word_num - 1) begin
            cnt_ena <= 0;
        end
        if (cnt_ena & i_ready) begin
            if (cnt == word_num - 1) begin
                cnt <= 0;
            end else begin
                cnt <= cnt + 1;
            end
        end
    end
end
always_ff @(posedge clk) begin
    if (rst) begin
        gen_data <= 'h0;
    end else begin
        if (cnt_ena & i_ready) begin
            gen_data <= gen_data + 1'd1;
        end 
    end
end
always_comb begin
    gen_valid = cnt_ena & i_ready;
    gen_last = (cnt == word_num - 1) & cnt_ena & i_ready;
end
always_comb begin
    if (gen_last) begin
        case(last_bytes)
            'h0: gen_keep = 'hFF;
            'h1: gen_keep = 'h1;
            'h2: gen_keep = 'h3;
            'h3: gen_keep = 'h7;
            'h4: gen_keep = 'hf;
            'h5: gen_keep = 'h1f;
            'h6: gen_keep = 'h3f;
            'h7: gen_keep = 'h7f;
        endcase
    end else begin
        gen_keep = 'hff;
    end
end
always_comb begin
    o_data = gen_data;
    o_valid = gen_valid;
    o_keep = gen_keep;
    o_last = gen_last;
end
endmodule
[flow/config.mk]
export PLATFORM = sky130hd
export DESIGN_NAME = axi_data_gen
export DESIGN_NICKNAME = axi_data_gen
export VERILOG_FILES = /design/flow/design.v
export SDC_FILE = /design/flow/constraint.sdc
export NUM_CORES = 4
export LEC_CHECK = 1
export CORE_UTILIZATION = 30
==> impl_metrics.json <==
{
  "pre_cts_ws_ns": 0.132,
  "hold_buffers": 0,
  "grt_pass1_wl_mm": 7.58,
  "grt_start_max_net_pins": 39,
  "h-tree-depth": 2,
  "hold_violations": 0,
  "ys_seq_share_pct": 36.9,
  "n_antenna_cell": 0,
  "drtIter0Drc": 57,
  "start_kind": "input pin",
  "ant_nets": 0,
  "core_area_mm2": 0.00729,
  "cts_tree": "built",
  "cp.arrival_ns": 4.20,
  "numPortBuffers": 49,
  "numCtsBuffers": 5,
  "dieArea_mm2": 0.00796,
  "die_w_um": 89.2,
  "outcome": "finished, final reports clean",
  "path_buffers": 5,
  "vdd_drop_max_uv": 101,
  "edf_count": 0,
  "fa_ha_area_share_pct": 3.84,
  "fmax_mhz": 189,
  "ys_sh_xor_pct": 18.7,
  "leakage_nw": 1.10,
  "syn_to_final_growth_pct": 32.7,
  "clkTransAtPathRegs_ns": 0.08,
  "grt_util_all_layers_pct": 12.1,
  "cts_sinks": 42,
  "grtUsageMet2_pct": 20.0,
  "fp_util_pct": 31.3,
  "openroad.warnings": 26,
  "viasPerCell": 4.60,
  "ys_cells": 259,
  "grt_overflow": 0,
  "crit_family": "buffers and inverters",
  "route.detailed.drc": 0,
  "clock_latency_ns": 0.29,
  "num-fill-cells": 740,
  "synth.avg_cell_area_um2": 8.81,
  "period_needed_ns": 5.30,
  "ys_sh_aoi_pct": 7.84,
  "die_y_um": 89.2,
  "ys.flop_type": "dfxtp_1",
  "rows": 31,
  "cp_data_required_time_ns": 4.40,
  "rsz0062_at_grt": "no",
  "finalWirelength_mm": 4.73,
  "period_used_pct": 96.4,
  "cp_cell_sequence": "clkdlybuf4s50_1, inv_1, ha_1, inv_2, ha_2, ha_1, inv_2, ha_2, or4b_4, o31ai_4, a21oi_2, a211oi_2, o2111ai_4, nor2_4, clkdlybuf4s50_1",
  "synth.logic.top_family": "simple AND/OR/NAND/NOR gates",
  "ys_warn_count": 1,
  "wl_per_cell_um": 11.4,
  "grtUsageMet3_pct": 2.15,
  "cpMaxStageDelayCell": "or4b_4",
  "finalSetupTns_ns": 0,
  "finalClockSkew_ns": 0.00595,
  "powerDensity_mw_per_mm2": 190,
  "path_max_fanout": 4,
  "final-setup-viol-count": 0,
  "top_usage_layer": "met2",
  "drt-pass1-iter-count": 7,
  "rrSetupSlack_ns": 3.39,
  "grt_pass1_vias": 1683,
  "cts_max_path_buffers": 2,
  "crit_type": "input pin to output port",
  "synthDistinctLibCells": 48,
  "async_flop_share_pct": 0,
  "synth_area_mm2": 0.00228,
  "synth_cells": 259,
  "met1_usage_pct": 17.5,
  "dp_hpwl_mm": 3.29,
  "synth-simple-area-share_pct": 30.3,
  "antenna_found_initial": 0,
  "drive_gt1_share_pct": 11.1,
  "worst_slack_ns": 0.198,
  "synth_chip_area_mm2": 0.00228,
  "crit_path_end_kind": "output port",
  "final-max-slew-violation-count": 0,
  "cts_root_buffer": "clkbuf_8",
  "synthMuxAreaShare_pct": 0,
  "drv_cap": 0,
  "ys_ff": 42,
  "pin_count": 51,
  "layout.cells.most_common": "clkdlybuf4s50_1",
  "vias": 1910,
  "lay_top_cells": "48 x clkdlybuf4s50_1, 42 x dfxtp_1, 39 x nor2_1, 30 x xor2_1, 29 x nand2_1",
  "place_congestion": 0.835,
  "hold_path.class": "flip-flop to flip-flop",
  "cpPeakStageDelay_ns": 0.48
}
worst register-to-register path, stage by stage, from the launching register on:
cell	delay [ns]
dfxtp_1	0.43
xnor2_1	0.11
or4_1	0.48
nor3_2	0.26
o2111ai_4	0.17
buf_4	0.17
buf_4	0.16
o21bai_4	0.16
nor2_1	0.06
what timing repair did:
item                                    CTS  global route
resized                                   0             8
endpoints found under the setup margin    0             4
buffers inserted                          0             3
final cells by class:
class | instances | area, um^2 | share of cell area [%]
multi-input cells | 205 | 1410 | 46.6
flip-flops and latches | 42 | 841 | 27.8
repair buffers | 55 | 538 | 17.8
well taps | 99 | 124 | 4.09
clock buffers | 7 | 86.3 | 2.85
inverters | 6 | 23.8 | 0.785
clock inverters | 1 | 5.00 | 0.165
path summary, 6_finish.rpt:
kind | start | endpoint | cells past startpoint
setup reg to reg | cnt[0] | cnt[6] | 8
setup / recovery | i_length[1] | o_last | 15
hold reg to reg | cnt[1] | cnt[1] | 2
hold / removal | cnt[1] | cnt[1] | 2
through the flow:
step | util (%) | instance area (um^2) | instances | power [W] | hold slack (ns)
after floorplan | - | 2280 | 259 | 0.000354 | 0.458
after global routing | 41.5 | 3030 | 415 | 0.000609 | 0.554
after CTS | 40.9 | 2980 | 412 | 0.000584 | 0.518
after detailed placement | 39.6 | 2890 | 404 | 0.000375 | 0.500
after global placement | 39.6 | 2890 | 404 | 0.000375 | 0.492
final | 41.5 | 3030 | 415 | 0.000575 | 0.513
sequential cells by signal (all words and copies together) (netlist names):
register / count
cnt: 9
gen_data: 32
cnt_ena: 1
Yosys cell counts, drive strengths merged, types with 3 or more instances:
cell type	n	share of area [%]
a21oi	8	1.8
a31oi	3	0.82
and3	7	2.0
and4	5	2.0
clkbuf	4	0.66
dfxtp	42	37
ha	7	3.8
inv	5	0.82
nand2	30	5.3
nand3	17	3.9
nand3b	3	0.99
nand4	7	2.6
nor2	40	6.9
nor3	4	1.1
nor4	3	1.5
o21ai	3	0.66
or3	3	0.82
xnor2	16	6.1
xor2	30	12
cell families after synthesis:
family / after synthesis
AND/OR/NAND/NOR: 128
other: 1
flip-flops: 42
AND-OR/OR-AND: 22
buffers and inverters: 12
XOR/XNOR: 47
adder cells (fa/ha/maj): 7
routing by layer:
layer | up-vias | share of wire [%]
met3 | 4 | 6.4
met1 | 856 | 49
met4 | 0 | 0.89
met5 | - | 0
met2 | 52 | 44
li1 | 998 | -
power by group:
group / switching, W / leakage [nW] / internal, W
Clock: 0.000102 / 0.0482 / 0.000101
Combinational: 0.0000318 / 0.710 / 0.0000318
Sequential: 0.00000278 / 0.339 / 0.000306
Total: 0.000136 / 1.10 / 0.000439
Power and IR drop assume default switching activity.
