### flow/design.v
`timescale 1ns/1ps
module ram #(
    parameter RAM_ADDR_WIDTH = 8,
    parameter RAM_DATA_WIDTH = 32
) (
    input                         clk,
    input [RAM_DATA_WIDTH-1:0]    i_wr_data,
    input                         i_we,
    input [RAM_ADDR_WIDTH-1:0]    i_addr,
    output [RAM_DATA_WIDTH-1:0]   o_rd_data
);
localparam RAM_DEPTH = 2 ** RAM_ADDR_WIDTH;
logic [RAM_DATA_WIDTH-1:0] ram_bank [0:RAM_DEPTH-1];
always @(posedge clk) begin
    if (i_we) begin
        ram_bank[i_addr] <= i_wr_data;
    end
end
assign o_rd_data = ram_bank[i_addr];
endmodule
`timescale 1ps/1ps
module spram #(
    parameter SPRAM_ADDR_WIDTH = 8,
    parameter SPRAM_DATA_WIDTH = 32
) (
    input                           clk,
    input                           rst,
    input [SPRAM_DATA_WIDTH-1:0]    i_wr_data,
    input                           i_wr_ena,
    input [SPRAM_ADDR_WIDTH-1:0]    i_wr_addr,
    output                          o_full,
    input [SPRAM_ADDR_WIDTH-1:0]    i_rd_addr,
    output [SPRAM_DATA_WIDTH-1:0]   o_rd_data,
    output                          o_empty
);
localparam SPRAM_DEPTH = 2 ** SPRAM_DATA_WIDTH;
logic [SPRAM_DATA_WIDTH-1:0] spram_bank [SPRAM_DEPTH-1:0];
logic [SPRAM_ADDR_WIDTH:0]    wr_addr;
logic [SPRAM_ADDR_WIDTH:0]    wr_addr_gray;
logic [SPRAM_ADDR_WIDTH:0]    rd_addr;
logic [SPRAM_ADDR_WIDTH:0]    rd_addr_gray;
logic [SPRAM_DATA_WIDTH-1:0]  rd_data;
logic [SPRAM_ADDR_WIDTH-1:0]  addr;
assign wr_addr_gray = wr_addr ^ {1'b0, wr_addr[SPRAM_ADDR_WIDTH-1:1]};
assign rd_addr_gray = rd_addr ^ {1'b0, rd_addr[SPRAM_ADDR_WIDTH-1:1]};
assign o_full = (wr_addr_gray == {~rd_addr_gray[SPRAM_ADDR_WIDTH:SPRAM_ADDR_WIDTH-1],
                                rd_addr_gray[SPRAM_ADDR_WIDTH-2:0]});
assign o_empty = (wr_addr_gray == rd_addr_gray);
assign addr = i_wr_ena ? i_wr_addr : i_rd_addr;
ram #(
    .RAM_ADDR_WIDTH(SPRAM_ADDR_WIDTH),
    .RAM_DATA_WIDTH(SPRAM_DATA_WIDTH)
) ram_inst (
    .clk(clk),
    .i_wr_data(i_wr_data),
    .i_we(i_wr_ena),
    .i_addr(addr),
    .o_rd_data(o_rd_data)
);
endmodule
### flow/run.sh
#!/bin/bash
# OpenROAD 26Q1-2900-gdf79404cd8, Yosys 0.63+post, stock flow scripts
make -C /OpenROAD-flow-scripts/flow DESIGN_CONFIG=/design/flow/config.mk WORK_HOME=/design/flow/orfs finish
### flow/config.mk
export PLATFORM = sky130hd
export DESIGN_NAME = spram
export DESIGN_NICKNAME = spram
export VERILOG_FILES = /design/flow/design.v
export SDC_FILE = /design/flow/constraint.sdc
export NUM_CORES = 4
export LEC_CHECK = 1
export CORE_UTILIZATION = 30
export SYNTH_MEMORY_MAX_BITS = 65536
### flow/constraint.sdc
current_design spram

set clk_period 507.2
set clk_io_pct 0.2

create_clock -name clk0 -period $clk_period [get_ports {clk}]

set non_clock_inputs [all_inputs -no_clocks]
set_input_delay [expr $clk_period * $clk_io_pct] -clock clk0 $non_clock_inputs
set_output_delay [expr $clk_period * $clk_io_pct] -clock clk0 [all_outputs]
==> metrics.cfg <==
[run_status]
outcome = completed

[critical_path]
crit_path_end = o_rd_data[19]
crit_fanout = 74
cp-startpoint = i_wr_addr[0]
worstPathRequired_ns = 405.76
cpMaxStageDelayCell = clkdlybuf4s50_1
worst-path-buf-inv = 11
path_class = input pin to output port
crit_top_cell = buf_4
critPathLaunchType = input pin
worst_path_largest_cell_delay_ns = 0.78
path_depth = 17
end_kind = output port
cp.arrival_ns = 110.92
critPathTopFamily = buffers and inverters
crit_path_cell_trace = clkdlybuf4s50_1 -> mux2_8 -> buf_4 -> buf_12 -> buf_4 -> buf_4 -> buf_4 -> buf_4 -> buf_12 -> buf_4 -> mux4_2 -> a22oi_1 -> a21oi_1 -> nor4_2 -> buf_4 -> nand4_1 -> clkdlybuf4s50_1

[route]
remaining_drc_errors = 0
totalWireLength_um = 925000
viasPerCell = 5.13
wl_per_cell_um = 31.6
ant_nets = 0
num_vias = 150000
drt_iter0_drc = 10300
dr.pass1.iters = 7

[logic_synthesis]
yosys_warnings = 19
ys.flops = 8192
synthArstFlopShare_pct = 0
edf_count = 8192
yosys_most_used_dff = edfxtp_1
netlist_instances = 13800
synth_cell_types = 47
ys_cells = 13800
netlist_area_um2 = 310000
synth_seq_share_pct = 79.3
synth_chip_area_um2 = 310000
avgSynthCellArea_um2 = 22.5

[timing]
slew_headroom_pct = 18.1
fmax_ghz = 0.00471
fin_tns_setup_ns = 0
layout_setup_ws_ns = 294.84
hold_violations = 0
rsz0062_at_grt = no
tightest_slew_ns = 1.23
fin_crit_ns = 212.36
slew_violations = 0
finalCritPeriodShare_pct = 41.9
finalSetupViolCount = 0

[global_route]
grt_pass1_wl_um = 1280000
grtUsageTotal_pct = 19.1
antenna_found_initial = 101
grt_max_degree = 94
grt-ovfl-total = 0
grt_pass1_vias = 166000

[clock_network]
cts_setup_buffers = 0
h-tree-depth = 6
tritoncts = built
cts_root_buffer = clkbuf_16
cts_hold_buf = 0
cts.sinks = 8192
cts_buffers = 806
cts.repair.resized = 0
clockBufferDepth = 4
clk_pin_slew_ns = 0.06

[placement]
routabilityCongestion = 0.892
dp_cells = 27700
post-place-ws_ns = 294.38
port_buffers = 81
hpwl_um = 540000

[final_layout]
lay_top_count = edfxtp_1
largest_reg_flops = 8192
final_cell_count_no_fill = 29300
area_growth_pct = 16.0
top_register = ram_inst.ram_bank
top_regs = ram_inst.ram_bank (8192)
layout-drive-gt1-share_pct = 27.6
mostFrequentLayoutCells = edfxtp_1, mux4_2, buf_4, clkbuf_16, nand2_1

[die]
core_um2 = 1030000
num_io_pins = 85
num_rows = 373
dieArea_um2 = 1040000
die_h_um = 1020
die_w_um = 1020
fp_util_pct = 30.1

[pwr]
power-per-cell-area_nw_per_um2 = 3.91
power_leakage_nw = 109
irDropWorstVdd_v = 0.00000423

[flow_run]
warnings = 28
cap_violations = 0

[min_path]
hp-class = input pin to register

area by class of cell:
type | instances | area, um^2
diodes | 118 | 295
clock buffers | 1023 | 21100
clock inverters | 457 | 3950
fillers | 93100 | 671000
multi-input cells | 4786 | 62700
flip-flops and latches | 8192 | 246000
well taps | 13700 | 17100
repair buffers | 1032 | 8350
per-stage QoR:
| step | area, um^2 | util, % | hold WS [ns] | total power (W) |
|---|---|---|---|---|
| after floorplan | 310000 | - | 101.54 | 0.000806 |
| after global placement | 334000 | 32.4 | 101.82 | 0.000848 |
| after detailed placement | 334000 | 32.4 | 101.83 | 0.000849 |
| after CTS | 359000 | 34.8 | 100.57 | 0.00141 |
| after global routing | 359000 | 34.9 | 100.62 | 0.00144 |
| final | 360000 | 34.9 | 100.65 | 0.00140 |
per-layer routing:
layer	up-vias	share of wire [%]	global-route usage [%]
met2	11500	45	27.1
li1	61100	-	-
met5	-	0.31	2.00
met1	76000	27	17.3
met3	1766	22	19.2
met4	96	5.6	8.51
cell usage after synthesis, types with 3 or more instances:
library cell  instances  area [um^2]
edfxtp_1           8192       246000
mux4_2             1861        41900
nand2_1             786         2950
a22oi_1             562         4220
mux2i_1             374         3740
buf_2               337         1690
a21oi_1             293         1470
nor2_1              278         1040
clkbuf_1            277         1040
o22ai_1             187         1170
a41oi_1             175         1530
buf_4                75          563
nor4_1               68          425
o41ai_1              65          569
buf_1                57          214
buf_6                51          574
nand4_1              42          263
nor3_1               11         55.1
o21ai_0               9         45.0
or4_1                 9         67.6
and4_1                5         43.8
nand2b_1              5         31.3
o2111ai_1             5         43.8
a221oi_1              4         35.0
nor2b_1               4         25.0
o31ai_1               4         30.0
a22o_1                3         26.3
and3b_1               3         26.3
nand4b_1              3         26.3
nor3b_1               3         22.5
or2_2                 3         18.8
how the worst min path moves through the flow:
stage / slack [ns] / endpoint / cells past startpoint / start
after CTS: 100.57 / ram_inst.ram_bank[190][14] / 1 / i_wr_data[14]
after global routing: 100.62 / ram_inst.ram_bank[190][14] / 1 / i_wr_data[14]
final: 100.65 / ram_inst.ram_bank[190][14] / 1 / i_wr_data[14]
kinds of logic after synthesis:
family / after synthesis / synth area share, %
AND/OR/NAND/NOR: 1224 / 1.62
AND-OR/OR-AND: 1323 / 2.99
flip-flops: 8192 / 79.3
buffers and inverters: 797 / 1.32
multiplexers: 2237 / 14.7
other: 1 / 0.00121
report_power, final:
group | leakage (nW) | switching [W] | internal, W
registers | 73.6 | 0.000000289 | 0.000746
logic | 23.2 | 0.0000568 | 0.0000303
clock network | 12.2 | 0.000254 | 0.000317
Power and IR drop assume default switching activity.
